<file path="flow/design.v">
`timescale 1ns / 1ps
module async_fifo #(
    parameter DATA_WIDTH = 8,
    parameter ADDR_WIDTH = 4
)(
    input  wire                  wr_clk,
    input  wire                  wr_rst_n,
    input  wire                  wr_en,
    input  wire [DATA_WIDTH-1:0] wr_data,
    output wire                  full,
    input  wire                  rd_clk,
    input  wire                  rd_rst_n,
    input  wire                  rd_en,
    output wire [DATA_WIDTH-1:0] rd_data,
    output wire                  empty
);
    reg [ADDR_WIDTH:0] wr_ptr_bin, wr_ptr_gray;
    reg [ADDR_WIDTH:0] rd_ptr_bin, rd_ptr_gray;
    wire [ADDR_WIDTH:0] wr_ptr_gray_sync;  
    wire [ADDR_WIDTH:0] rd_ptr_gray_sync;  
    fifo_mem #(.DATA_WIDTH(DATA_WIDTH), .ADDR_WIDTH(ADDR_WIDTH)) u_mem (
        .wr_clk(wr_clk), 
        .wr_en(wr_en && !full),  
        .wr_addr(wr_ptr_bin[ADDR_WIDTH-1:0]), 
        .wr_data(wr_data),
        .rd_clk(rd_clk), 
        .rd_en(rd_en && !empty),  
        .rd_addr(rd_ptr_bin[ADDR_WIDTH-1:0]), 
        .rd_data(rd_data)
    );
    synchronizer #(.WIDTH(ADDR_WIDTH+1)) sync_wr2rd (
        .clk(rd_clk), .rst_n(rd_rst_n), .d_in(wr_ptr_gray), .d_out(wr_ptr_gray_sync)
    );
    synchronizer #(.WIDTH(ADDR_WIDTH+1)) sync_rd2wr (
        .clk(wr_clk), .rst_n(wr_rst_n), .d_in(rd_ptr_gray), .d_out(rd_ptr_gray_sync)
    );
    always @(posedge wr_clk or negedge wr_rst_n) begin
        if (!wr_rst_n) begin
            wr_ptr_bin  <= 0;
            wr_ptr_gray <= 0;
        end else if (wr_en && !full) begin
            wr_ptr_bin <= wr_ptr_bin + 1;
            wr_ptr_gray <= (wr_ptr_bin + 1) ^ ((wr_ptr_bin + 1) >> 1);
        end
    end
    assign full = (wr_ptr_gray == {~rd_ptr_gray_sync[ADDR_WIDTH:ADDR_WIDTH-1], rd_ptr_gray_sync[ADDR_WIDTH-2:0]});
    always @(posedge rd_clk or negedge rd_rst_n) begin
        if (!rd_rst_n) begin
            rd_ptr_bin  <= 0;
            rd_ptr_gray <= 0;
        end else if (rd_en && !empty) begin
            rd_ptr_bin  <= rd_ptr_bin + 1;
            rd_ptr_gray <= (rd_ptr_bin + 1) ^ ((rd_ptr_bin + 1) >> 1);
        end
    end
    assign empty = (rd_ptr_gray == wr_ptr_gray_sync);
endmodule
`timescale 1ns / 1ps
module fifo_mem #(
    parameter DATA_WIDTH = 8,   
    parameter ADDR_WIDTH = 4   
)(
    input  wire                  wr_clk,
    input  wire                  wr_en,
    input  wire [ADDR_WIDTH-1:0] wr_addr,   
    input  wire [DATA_WIDTH-1:0] wr_data,
    input  wire                  rd_clk,
    input  wire                  rd_en,
    input  wire [ADDR_WIDTH-1:0] rd_addr,   
    output reg  [DATA_WIDTH-1:0] rd_data
);
    localparam DEPTH = 1 << ADDR_WIDTH;   
    reg [DATA_WIDTH-1:0] mem [0:DEPTH-1];
    always @(posedge wr_clk) begin
        if (wr_en)
            mem[wr_addr] <= wr_data;   
    end
    always @(posedge rd_clk) begin
        if (rd_en)
            rd_data <= mem[rd_addr];   
    end
endmodule
`timescale 1ns / 1ps
module synchronizer #(
    parameter WIDTH = 4
)(
    input  wire             clk,       
    input  wire             rst_n,     
    input  wire [WIDTH-1:0] d_in,      
    output reg  [WIDTH-1:0] d_out      
);
    reg [WIDTH-1:0] q1; 
    always @(posedge clk or negedge rst_n) begin
        if (!rst_n) begin
            q1    <= 0;
            d_out <= 0;
        end else begin
            q1    <= d_in;  
            d_out <= q1;    
        end
    end
endmodule
</file>
<file path="flow/run.sh">
#!/bin/bash
# OpenROAD 26Q1-2900-gdf79404cd8, Yosys 0.63+post, stock flow scripts
make -C /OpenROAD-flow-scripts/flow DESIGN_CONFIG=/design/flow/config.mk WORK_HOME=/design/flow/orfs finish
</file>
<file path="flow/config.mk">
export PLATFORM = sky130hd
export DESIGN_NAME = async_fifo
export DESIGN_NICKNAME = async_fifo
export VERILOG_FILES = /design/flow/design.v
export SDC_FILE = /design/flow/constraint.sdc
export NUM_CORES = 4
export LEC_CHECK = 1
export CORE_UTILIZATION = 40
</file>
<file path="flow/constraint.sdc">
current_design async_fifo

set clk_period 2.3
set clk_io_pct 0.2

create_clock -name clk0 -period $clk_period [get_ports {rd_clk}]
create_clock -name clk1 -period $clk_period [get_ports {wr_clk}]

set non_clock_inputs [all_inputs -no_clocks]
set_input_delay [expr $clk_period * $clk_io_pct] -clock clk0 $non_clock_inputs
set_output_delay [expr $clk_period * $clk_io_pct] -clock clk0 [all_outputs]
</file>
==> notes.md <==
• finished, final reports clean — run status
• 0.7804 — Final GP Congestion
• reg2out — Crit Path Category
• 0.4805 — final core utilization
• 0 — Final Hold Violating Endpoints
• 134.5 um — Die H
• 0.7245 — portion of the post-synthesis area used by sequential elements
• 0.2273 — proportion of register bits with asynchronous set or reset after synthesis
• 134.5 um — width of the chip
• 0 — count of inserted antenna diode cells
• 0 — initial antenna violation count
• built — clock tree from TritonCTS
• 0.4072 — starting density of the core
• 214 — initial detailed-routing violation count
• edfxtp_1 58%, dfrtp_1 14%, mux4_1 6.4% — largest cells by area after synthesis
• 17240 um^2 — standard cell core area
• 136 — post-synth tally of flip-flops with integrated enable
• 0.5819 — area fraction of the dominant cell type after synthesis
• 128 — number of flip-flops in the largest register
• 0.008885 ns — worst slack at placement
• 176 — # clock sinks
• flip-flop — CP Launch Type
• 0.1663 — GRT Total Usage
• 0.7553 ns — Least-Margin Pin Slew
• u_mem.mem x128, u_mem.rd_data x8 — largest registers
• output pin — endpoint class of the critical path
• 0 ns — accumulated negative setup slack
• 3703 — vias in the first global route
• 176 — count of state elements after synthesis
• 24 — I/O Pins
• 22 — port buffer count
• 4 — total iterations of the first detailed-routing run
• 7018 um^2 — area of the mapped netlist
• 1.84 ns — data required time of the worst path
• 0 — max-slew violations
• 0 — maximum capacitance violations
• 379 — total cells reported by yosys after synthesis
• 7018 um^2 — yosys synthesis chip area
• 670 — number of non-filler instances in the completed layout
• 3 — yosys warning tally
• 631 — placed insts
• 3.000 nW — static leakage
• 3409 — via total after detailed routing
• false — unrepaired setup endpoints after global routing
• 0.2045 — fraction of layout instances using a drive strength above 1
• 0.1293 ns — setup slack after layout
• edfxtp_1 — leading area contributor after synthesis
• 0 — Final Setup Violations
• 36 — synth unique cells
• reg2reg — class of the tightest hold or removal check
• 1.71 ns — data arrival time of the critical path
• clkdlybuf4s50_1 — cell with the largest stage delay on the worst path
• 8263 um — final HPWL from detailed placement
• 0.4954 — slew margin rel.
• 0 — Remaining DRCs
• 0.50 ns — biggest cell delay along the critical path
• 37 — maximum number of pins on one net before global-route repair
• 19.17 um — average routed wire per standard cell
• 18080 um^2 — die area
• 0.07 ns — clock transition at the registers of the reported paths
• 18.52 um^2 — mean cell area of the mapped netlist
• 0.009360 ns — Worst Clk Skew
• u_mem.mem — most flop-heavy register
• 29 — total tool warning count
• 20580 um — first-pass GRT wire length
• 136 x edfxtp_1, 40 x dfrtp_1, 30 x nand2_1, 18 x xnor2_1 — commonest cells in the synthesized netlist
• 0 — global route total overflow
• xnor2_2 > nand2_2 > nor4_2 > clkdlybuf4s50_1 — crit path cell chain
• edfxtp_1 — main flop type
• 48 — standard-cell rows
• 10.94 mW — Pwr Total
• 1321 nW/um^2 — total power per unit cell area
• 0 — number of buffers inserted by hold repair at cts
• 0 — remaining antenna violation count
• 12850 um — Total Routed Length
• edfxtp_1 — count leader, synth
• 3 — maximum fanout along the worst path
• 379 — synthesized netlist cell count
• 18.02% — area grow syn2layout
• 5.088 — vias per cell
• 0.9445 mV — maximum VDD drop
==> cell families (layout without fill, tap and decap cells) <==
logic type                 Yosys count  in the layout  share of synthesized area
muxes                               34             34                     0.1155
xor gates and xnor gates            30             30                    0.03744
AOI/OAI and AO/OA                   39             39                    0.03905
buffers and inverters               26             92                    0.02906
adders and majority gates            5              5                   0.008914
and+or+nand+nor                     69             69                    0.04546
DFF                                176            176                     0.7246
==> repair_timing <==
action / in CTS / in global routing
resized: 4 / 4
setup buffers: 3 / 0
setup endpoints to repair: 1 / 9
pin swaps: 3 / 0
==> worst paths after layout <==
kind	startpoint	endpoint	slack (ns)	depth (start not counted)
max	rd_ptr_gray[3]$_DFFE_PN0P_	empty	0.13	4
min	rd_ptr_gray[2]$_DFFE_PN0P_	sync_rd2wr.q1[2]$_DFF_PN0_	0.29	0
max reg2reg	wr_ptr_gray[1]$_DFFE_PN0P_	u_mem.mem[8][0]$_DFFE_PP_	0.15	6
min reg2reg	rd_ptr_gray[2]$_DFFE_PN0P_	sync_rd2wr.q1[2]$_DFF_PN0_	0.29	0
max in group clk1	wr_ptr_gray[1]$_DFFE_PN0P_	u_mem.mem[8][0]$_DFFE_PP_	0.15	6
max in group asynchronous	rd_rst_n	rd_ptr_bin[0]$_DFFE_PN0P_	1.53	2
min in group clk0	sync_wr2rd.q1[1]$_DFF_PN0_	sync_wr2rd.d_out[1]$_DFF_PN0_	0.35	0
min in group asynchronous	wr_rst_n	wr_ptr_bin[1]$_DFFE_PN0P_	0.39	2
==> critical path: cells and delay by family (launching register included) <==
| kind | cells | cell delay, ns |
|---|---|---|
| flops | 1 | 0.44 |
| simple gates | 2 | 0.36 |
| buf+inv | 1 | 0.50 |
| xor+xnor | 1 | 0.16 |
==> power by group <==
group	total (mW)	switching [mW]	internal, mW
clock network	3.16	1.31	1.85
registers	4.52	0.370	4.15
logic	3.26	1.68	1.59
total	10.9	3.36	7.58
==> metrics by stage <==
step           hold slack, ns  instance area, um^2
2_1_floorplan          0.1644                 7018
3_3_place_gp           0.3344                 7545
3_5_place_dp           0.3363                 7545
4_1_cts                0.2834                 8264
5_1_grt                0.3033                 8283
6_report               0.2934                 8283
==> layer usage <==
metal  part of all wire  global-route usage
met1               0.43              0.2466
met2               0.48              0.2504
met3              0.087             0.08008
met4              0.011             0.02122
met5                  0                   0
==> placed cells by master (no fill, tap or decap), types with 2 or more instances in the layout <==
master / n
a21oi_1: 5
a22oi_1: 17
and2_1: 3
and3_1: 2
buf_12: 2
buf_4: 24
clkbuf_16: 21
clkdlybuf4s50_1: 21
clkinv_4: 2
clkinvlp_4: 2
dfrtp_1: 39
edfxtp_1: 136
ha_1: 5
inv_1: 8
inv_6: 6
inv_8: 3
mux4_1: 17
mux4_2: 15
nand2_1: 29
nand3_1: 3
nor2_1: 14
nor2b_1: 4
nor3_1: 4
nor3_2: 3
o21ai_0: 12
xnor2_1: 17
xor2_1: 12
==> final cells by class <==
class                   instances  area [um^2]
clock buffers                  21        525.5
inverters                       8        30.03
fillers                      1369         8954
multi-input cells             177         1755
well taps                     225        281.5
clock inverters                15        165.2
repair buffers                 48        439.2
flip-flops and latches        176         5086
Power figures rest on the tool's default switching activity, not on a simulated workload.
